<file path="./config.mk">
export PLATFORM = sky130hd
export DESIGN_NAME = Cont1seg
export DESIGN_NICKNAME = Cont1seg
export VERILOG_FILES = /design/flow/design.v
export SDC_FILE = /design/flow/constraint.sdc
export NUM_CORES = 4
export LEC_CHECK = 1
export CORE_AREA = 10 10 101 101
export DIE_AREA = 0 0 111 111
</file>
<file path="./constraint.sdc">
current_design Cont1seg

set clk_period 3.5
set clk_io_pct 0.2

create_clock -name clk0 -period $clk_period [get_ports {CLK}]

set non_clock_inputs [all_inputs -no_clocks]
set_input_delay [expr $clk_period * $clk_io_pct] -clock clk0 $non_clock_inputs
set_output_delay [expr $clk_period * $clk_io_pct] -clock clk0 [all_outputs]
</file>
<file path="./design.v">
`timescale 1ns / 1ps
module Cont1seg(CLK,Rst,M); 
	 	input CLK,Rst;
	reg [28:0]count;
	output wire M;
	always @ (posedge CLK)
			if (Rst) 
				count=29'd0;
		   else 
				count=count+1'b1;
		assign M=(count==29'd1000); 
endmodule
</file>
<file path="./run.sh">
#!/bin/bash
# OpenROAD 26Q1-2900-gdf79404cd8, Yosys 0.63+post, stock flow scripts
make -C /OpenROAD-flow-scripts/flow DESIGN_CONFIG=/design/flow/config.mk WORK_HOME=/design/flow/orfs finish
</file>
==> impl_metrics.env <==
# physical design summary
export IMPL_peakVddDrop_v=0.000269
export IMPL_path_max_fanout=6
export IMPL_grt_pass1_vias=1059
export IMPL_reg2reg_from="count[2]$_SDFF_PP0_"
export IMPL_drc=0
export IMPL_finalMaxSlewViolations=0
export IMPL_routedWlPerCell_um=10.5
export IMPL_max_freq_ghz=0.377
export IMPL_cp_arrival_ns=1.96
export IMPL_fin_area_um2=1620
export IMPL_pin_count=3
export IMPL_hpwl_um=1740
export IMPL_worstMarginPinSlew_ns=0.707
export IMPL_largest_register_ff_count=29
export IMPL_critPathCaptureType="primary output"
export IMPL_fillCellCount=867
export IMPL_clock_latency_ns=0.28
export IMPL_antenna_cells=0
export IMPL_post_dp_cell_area_um2=1500
export IMPL_yosys_area_um2=1380
export IMPL_grt_util_all_layers_pct=4.33
export IMPL_cts_hold_buf=0
export IMPL_leakage_uw=0.000472
export IMPL_finalCriticalPeriod_ns=2.66
export IMPL_grt_max_degree=30
export IMPL_syn_area_um2=1380
export IMPL_synth_cell_type_count=26
export IMPL_first_pass_iters=4
export IMPL_initCoreUtil_pct=17.0
export IMPL_gp_congestion=0.804
export IMPL_tns_ns=0
export IMPL_cts_inserted_buffers=5
export IMPL_worstSetupPathType="reg -> out"
export IMPL_area_growth_pct=17.6
export IMPL_ys_async_sr_fraction_pct=0
export IMPL_hold_viol=0
export IMPL_cts_setup_buffers=0
export IMPL_ant_nets=0
export IMPL_avgViaCountPerCell=4.52
export IMPL_die_area_um2=12300
export IMPL_holdCritPathClass="reg -> reg"
export IMPL_drt_iter0_markers=73
export IMPL_critPathLaunch="count[0]$_SDFF_PP0_"
export IMPL_pre_cts_ws_ns=1.15
export IMPL_num_vias=1221
export IMPL_drive_gt1_share_pct=6.06
export IMPL_antenna_found_initial=0
export IMPL_grt_pass1_wl_um=4780
export IMPL_slew_headroom_pct=52.7
export IMPL_reg2reg_to="count[26]$_SDFF_PP0_"
export IMPL_ff2ff_path_depth=4
export IMPL_cap_violations=0
export IMPL_flop_cell="dfxtp_1"
export IMPL_io_buffers=2
export IMPL_cts_htree_levels=2
export IMPL_critPathRequiredTime_ns=2.80
export IMPL_routed_wl_um=2840
export IMPL_grt_ovfl_total=0
export IMPL_edf_count=0
export IMPL_yosys_cells=163
export IMPL_syn_avg_cell_area_um2=8.46
export IMPL_yosys_warnings=1
export IMPL_path_clk_slew_ns=0.06
export IMPL_clockBufferDepth=2
export IMPL_die_h_um=111
export IMPL_die_w_um=111
export IMPL_cts_tree="yes"
export IMPL_clk_root_buffer_cell="clkbuf_8"
export IMPL_netlist_instances=163
export IMPL_power_density_nw_per_um2=442
export IMPL_rows=33
export IMPL_fin_crit_sh_pct=75.9
export IMPL_clock_sinks=29
export IMPL_coreArea_um2=8130
export IMPL_tool_warnings=26
export IMPL_postCtsResizedCells=0
export IMPL_grt_setup_unrepaired="false"
export IMPL_fin_skew_ns=0.00261
export IMPL_endpoint="M"
export IMPL_setup_violations=0
export IMPL_ys_seq_share_pct=42.1
export IMPL_startpoint_type="flop"
export IMPL_reg2reg_slack_ns=1.26
export IMPL_status="completed"
export IMPL_fin_ws_ns=0.845
export IMPL_ys_flops=29
## cells by family (layout without fill, tap and decap cells)
group | after synthesis | after routing | synth area share, %
adders and majority gates | 2 | 2 | 1.81
DFF | 29 | 29 | 42.1
xor gates and xnor gates | 10 | 10 | 6.35
buffers and inverters | 13 | 15 | 3.72
and+or+nand+nor | 75 | 75 | 31.9
AOI/OAI and AO/OA | 34 | 34 | 14.2
## critical path, cell delays in order (launching register included)
cell	delay [ns]
dfxtp_1	0.36
inv_1	0.07
ha_1	0.15
nor4b_1	0.30
nand4_1	0.17
nor2_1	0.15
clkdlybuf4s50_1	0.48
## power breakdown
group          internal [uW]  total (uW)  leakage [uW]  switching (uW)
combinational           7.01        17.4      0.000180            10.4
clock                    231         362     0.0000574             131
sequential               333         338      0.000234            4.57
## through the flow
| stage | std cells | total power [uW] | util, % | hold WS [ns] |
|---|---|---|---|---|
| finish | 270 | 717 | 19.9 | 0.483 |
| global route | 270 | 747 | 19.9 | 0.509 |
| CTS | 270 | 727 | 19.9 | 0.486 |
| detailed placement | 262 | 362 | 18.5 | 0.473 |
| global placement | 262 | 362 | 18.5 | 0.468 |
| floorplan | 163 | 356 | - | 0.452 |
## routing by layer
layer,global-route usage [%],share of wire (%)
met1,5.91,49
met2,6.45,44
met3,1.42,4.9
met4,1.04,1.7
met5,0,0
## worst min path at each step
| stage | slack [ns] | end | startpoint | cells past startpoint |
|---|---|---|---|---|
| 4_1_cts | 0.49 | count[28]$_SDFF_PP0_ | count[28]$_SDFF_PP0_ | 2 |
| 5_1_grt | 0.51 | count[28]$_SDFF_PP0_ | count[28]$_SDFF_PP0_ | 2 |
| 6_report | 0.48 | count[28]$_SDFF_PP0_ | count[28]$_SDFF_PP0_ | 2 |
## placed cells by master (no fill, tap or decap), types with 2 or more instances in the layout
| master | synthesis | layout |
|---|---|---|
| a21oi_1 | 17 | 17 |
| and2_1 | 2 | 2 |
| and3_1 | 2 | 2 |
| and4_1 | 4 | 4 |
| clkbuf_8 | 0 | 6 |
| clkdlybuf4s50_1 | 0 | 2 |
| dfxtp_1 | 29 | 29 |
| ha_1 | 2 | 2 |
| inv_1 | 4 | 4 |
| nand2_1 | 8 | 8 |
| nand3_1 | 13 | 13 |
| nand4_1 | 6 | 6 |
| nor2_1 | 12 | 12 |
| nor4_1 | 4 | 4 |
| nor4b_1 | 3 | 3 |
| o21ai_0 | 7 | 7 |
| o31ai_1 | 10 | 10 |
| or3_1 | 7 | 7 |
| or4_1 | 11 | 11 |
| xnor2_1 | 4 | 4 |
| xor2_1 | 6 | 6 |
## final cells by class
type                            instances  area [um^2]  area share, %
Clock buffer                            6         82.6           5.09
Clock inverter                          2         37.5           2.31
Inverter                                4         15.0          0.926
Multi-Input combinational cell        121          747           46.1
Sequential cell                        29          581           35.8
Tap cell                              105          131           8.10
Timing Repair Buffer                    3         27.5           1.70
## synthesized netlist by cell type, drive strengths merged (3+ instances only)
library cell / n / area share, %
clkbuf: 6 / 1.7
xor2: 6 / 3.8
or4: 11 / 6.0
dfxtp: 29 / 42
nand3: 13 / 4.7
o21ai: 7 / 2.5
o31ai: 10 / 5.4
nor4: 4 / 1.8
buf: 3 / 0.91
nor2: 12 / 3.3
nor4b: 3 / 1.9
nand4: 7 / 3.6
xnor2: 4 / 2.5
inv: 4 / 1.1
a21oi: 17 / 6.2
or3: 7 / 3.2
and4: 4 / 2.5
nand2: 8 / 2.2
No activity file was given, so power comes from the tool's default toggle rates.
