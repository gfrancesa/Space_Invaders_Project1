## ./config.mk

```make
export PLATFORM = sky130hd
export DESIGN_NAME = ContaActualiza
export DESIGN_NICKNAME = ContaActualiza
export VERILOG_FILES = /design/flow/design.v
export SDC_FILE = /design/flow/constraint.sdc
export NUM_CORES = 4
export LEC_CHECK = 1
export CORE_AREA = 10 10 84 84
export DIE_AREA = 0 0 94 94
```

## ./constraint.sdc

```tcl
current_design ContaActualiza

set clk_period 2.9
set clk_io_pct 0.2

create_clock -name clk0 -period $clk_period [get_ports {CLK}]

set non_clock_inputs [all_inputs -no_clocks]
set_input_delay [expr $clk_period * $clk_io_pct] -clock clk0 $non_clock_inputs
set_output_delay [expr $clk_period * $clk_io_pct] -clock clk0 [all_outputs]
```

## ./design.v

```verilog
`timescale 1ns / 1ps
module ContaActualiza(CLK,Rst,Z);
	input CLK,Rst;
	reg [23:0]count;
	output wire Z;
	always @ (posedge CLK)
			if (Rst|Z)
				count=24'd0;
			else 
				count=count+1'b1;
			assign Z=(count==24'd12500000); 
endmodule
```

## ./run.sh

```bash
#!/bin/bash
# OpenROAD 26Q1-2900-gdf79404cd8, Yosys 0.63+post, stock flow scripts
make -C /OpenROAD-flow-scripts/flow DESIGN_CONFIG=/design/flow/config.mk WORK_HOME=/design/flow/orfs finish
```

==> impl_metrics.tcl <==
# flow metrics
set metrics [dict create \
    wire_length_of_the_first_global_routing_pass_um 4195 \
    layout_worst_path_cycle_share_pct 86.48 \
    n_fill_cell 573 \
    cts_max_path_buffers 2 \
    synth_top_cell_by_area "sky130_fd_sc_hd__dfxtp_1" \
    route.final.wire_length_um 2281 \
    power.static_leakage_uw 0.0004055 \
    synthTopCellsByArea "sky130_fd_sc_hd__dfxtp_1 (39%), sky130_fd_sc_hd__xor2_1 (7.1%), sky130_fd_sc_hd__nand4_1 (4.6%)" \
    floorplan.die_area_sq_mm 0.008836 \
    postSynthRegisterBits 24 \
    avgSynthCellArea_sq_um 9.005 \
    critPathCaptureType "output pin" \
    critical_path.startpoint_type "register" \
    synth_top_area_share_pct 38.95 \
    worst-endpoint-required_ns 2.32 \
    grt_pass1_vias 888 \
    max_slew_vio_count 0 \
    worstReg2RegStart "count[7]" \
    tritoncts "built" \
    core.rowCount 26 \
    tightest_slew_ns 0.6696 \
    cts_resized 0 \
    route.detailed.drc 0 \
    grt_setup_unrepaired "no" \
    wl_met1_um 1245 \
    crit_path_end "Z" \
    cts.sinks 24 \
    dp.final_hpwl_um 1635 \
    synthDistinctLibCells 36 \
    outcome "complete, no violations" \
    post_cts_hold_buffer_count 0 \
    top_level_ports 3 \
    dp.cells 204 \
    drive_gt1_share_pct 11.68 \
    worst_hold_path_type "reg2reg" \
    routed_wire_length_per_instance_um 11.02 \
    setup_violations 0 \
    netlist_instances 137 \
    finalHoldViolCount 0 \
    post-cts-setup-buffers 0 \
    cts.root.buffer_cell "sky130_fd_sc_hd__clkbuf_8" \
    ys_seq_share_pct 38.95 \
    ant_nets 0 \
    vias_per_cell 4.575 \
    power_density_mw_per_mm2 414.6 \
    port_buffers 2 \
    antennaDiodeCount 0 \
    globalRouteTotalUtil_pct 5.687 \
    log.warning_count 26 \
    r2r.worst_path.cells 5 \
    first_pass_iters 4 \
    cts-htree-levels 1 \
    timing_worst_setup_path_type "reg2out" \
    yosys.stat.chipArea_sq_mm 0.001234 \
    gr-total-overflow 0 \
    cellInternalPower_uw 433.8 \
    syn_to_final_growth_pct 7.911 \
    routed-wl-met2_um 960 \
    grt_antenna_before_repair 0 \
    power.switching_fraction_pct 21.40 \
    core_area_sq_mm 0.005205 \
    num_vias 947 \
    fp_util_pct 23.70 \
    finish.cell_count_without_fillers 207 \
    worst_skew_pair.late_latency_ns 0.26 \
    die_span_x_um 94 \
    netlist_area_sq_mm 0.001234 \
    detailedRoute.firstIterationViolations 44 \
    crit_path_start "count[7]" \
    p_comb_share_pct 4.0 \
    critPathArrivalTime_ns 1.93 \
    timing.max_cap.violations 0 \
    regToRegSetupSlack_ns 0.77 \
    switching_power_uw 118.1 \
    yosys_warnings 1 \
    timing.rr.end "count[7]" \
    setup_tns_ns 0 \
    met3_wirelength_um 76 \
    skew_ns 0.003664 \
    peakVddDrop_uv 213.1 \
    tritoncts.num_buffers 3 \
    gp_routability_congestion 0.8594 \
    largest_register_ff_count 24 \
    die_height_um 94 \
    maximum_number_of_pins_on_one_net_before_global_route_repair 16 \
    maxClockFrequency_mhz 398.7 \
    minimum_clock_period_after_layout_ns 2.508 \
    final_core_utilization_pct 25.58 \
    pwr-share-clk_pct 35.0 \
    route.top_layer_used "met3" \
    clock_slew_at_the_register_clock_pins_of_the_worst_setup_and_hold_paths_ns 0.08 \
    yosysCellCount 137 \
    critical_path.max_fanout 5 \
    slew_headroom_pct 55.09 \
    p_seq_share_pct 61.0 \
    final.hold.worst_slack_ns 0.4772 \
]
-- cells in the mapped netlist --
master,count
sky130_fd_sc_hd__dfxtp_1,24
sky130_fd_sc_hd__nor2_1,14
sky130_fd_sc_hd__xor2_1,10
sky130_fd_sc_hd__a21oi_1,9
sky130_fd_sc_hd__nand4_1,9
sky130_fd_sc_hd__nand2_1,8
sky130_fd_sc_hd__inv_1,6
sky130_fd_sc_hd__nand3_1,6
sky130_fd_sc_hd__o21ai_0,5
sky130_fd_sc_hd__o31ai_1,5
sky130_fd_sc_hd__or4_1,4
sky130_fd_sc_hd__or3_2,3
sky130_fd_sc_hd__and3_1,2
sky130_fd_sc_hd__and4_1,2
sky130_fd_sc_hd__and4_2,2
sky130_fd_sc_hd__buf_6,2
sky130_fd_sc_hd__clkbuf_8,2
sky130_fd_sc_hd__ha_1,2
sky130_fd_sc_hd__nand3_4,2
sky130_fd_sc_hd__nor3_1,2
sky130_fd_sc_hd__nor4_1,2
sky130_fd_sc_hd__or3_1,2
sky130_fd_sc_hd__a21oi_2,1
sky130_fd_sc_hd__and2_1,1
sky130_fd_sc_hd__and4b_1,1
sky130_fd_sc_hd__and4bb_2,1
sky130_fd_sc_hd__buf_2,1
sky130_fd_sc_hd__clkbuf_1,1
sky130_fd_sc_hd__mux2i_1,1
sky130_fd_sc_hd__nor2b_1,1
sky130_fd_sc_hd__nor4b_1,1
sky130_fd_sc_hd__o311ai_0,1
sky130_fd_sc_hd__o31ai_2,1
sky130_fd_sc_hd__or2_2,1
sky130_fd_sc_hd__or4_4,1
sky130_fd_sc_hd__xnor2_1,1
-- routing by layer --
layer | track usage, % | up-vias
li1 | - | 504
met1 | 8.329 | 436
met2 | 8.583 | 7
met3 | 1.616 | 0
met4 | 0.1266 | 0
met5 | 0 | -
-- stage by stage --
step           total power (uW)  worst slack [ns]  cell area, sq um
2_1_floorplan             361.2             1.284              1234
3_3_place_gp              367.2            0.6734              1290
3_5_place_dp              367.3            0.6482              1290
4_1_cts                   563.6            0.3492              1331
5_1_grt                   585.0            0.1756              1331
6_report                  551.9            0.3921              1331
-- critical path, cell delays in order, from the launching register on --
cell	delay, ns
sky130_fd_sc_hd__dfxtp_1	0.35
sky130_fd_sc_hd__nor4_1	0.41
sky130_fd_sc_hd__nand4_1	0.20
sky130_fd_sc_hd__nor3_1	0.21
sky130_fd_sc_hd__clkdlybuf4s50_1	0.49
-- power groups by stage --
| stage | clock network [uW] | logic, uW | registers [uW] |
|---|---|---|---|
| 6_report | 193 | 21.9 | 337 |
| 4_1_cts | 204 | 22.8 | 337 |
| 5_1_grt | 222 | 25.8 | 338 |
-- layout by cell type, fill, tap and decap left out, types with 5 or more instances in the layout --
master                    instances
sky130_fd_sc_hd__inv_1            6
sky130_fd_sc_hd__nand2_1          8
sky130_fd_sc_hd__o21ai_0          5
sky130_fd_sc_hd__xor2_1          10
sky130_fd_sc_hd__nor2_1          14
sky130_fd_sc_hd__nand3_1          6
sky130_fd_sc_hd__a21oi_1          9
sky130_fd_sc_hd__nand4_1          9
sky130_fd_sc_hd__dfxtp_1         24
sky130_fd_sc_hd__o31ai_1          5
-- how the worst min path moves through the flow --
| stage | start | endpoint | cells after the start |
|---|---|---|---|
| finish | count[0] | count[0] | 1 |
| global route | count[0] | count[0] | 1 |
| CTS | count[0] | count[0] | 1 |
-- area by class of cell --
cell class                      count  area (sq um)  share of cell area (%)
Sequential cell                    24         480.5                   36.09
Timing Repair Buffer                3         27.53                   2.068
Multi-Input combinational cell    101         671.9                   50.47
Inverter                            6         22.52                   1.692
Clock buffer                        3         41.29                   3.101
Tap cell                           70         87.58                   6.579
-- cell families (layout without fill, tap and decap cells) --
kind of cell / after synthesis / after routing / synth area share, %
DFF: 24 / 24 / 38.95
adders and majority gates: 2 / 2 / 2.028
muxes: 1 / 1 / 0.8114
buffers and inverters: 12 / 12 / 6.592
AOI/OAI and AO/OA: 22 / 22 / 11.16
and+or+nand+nor: 65 / 65 / 32.66
xor gates and xnor gates: 11 / 11 / 7.809
No activity file was given, so power comes from the tool's default toggle rates.
