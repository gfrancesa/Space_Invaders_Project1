[design/flow/run.sh]
#!/bin/bash
# OpenROAD 26Q1-2900-gdf79404cd8, Yosys 0.63+post, stock flow scripts
make -C /OpenROAD-flow-scripts/flow DESIGN_CONFIG=/design/flow/config.mk WORK_HOME=/design/flow/orfs finish
[design/flow/config.mk]
export PLATFORM = sky130hd
export DESIGN_NAME = Display
export DESIGN_NICKNAME = Display
export VERILOG_FILES = /design/flow/design.v
export SDC_FILE = /design/flow/constraint.sdc
export NUM_CORES = 4
export LEC_CHECK = 1
export CORE_AREA = 10 10 107 107
export DIE_AREA = 0 0 117 117
[design/flow/constraint.sdc]
current_design Display

set clk_period 2.6
set clk_io_pct 0.2

create_clock -name clk0 -period $clk_period [get_ports {CLK}]

set non_clock_inputs [all_inputs -no_clocks]
set_input_delay [expr $clk_period * $clk_io_pct] -clock clk0 $non_clock_inputs
set_output_delay [expr $clk_period * $clk_io_pct] -clock clk0 [all_outputs]
[design/flow/design.v]
`timescale 1ns / 1ps
module Conta2(CLK,Rst,Z);
	input CLK,Rst;
	reg [15:0]count;
	output wire Z;
	always @ (posedge CLK)
			if (Rst)
				count=16'd0;
			else 
				count=count+1'b1;
					assign Z=(count==16'b1100001101010000); 
endmodule
`timescale 1ns / 1ps
module Contador(CLK,EN,Rst,Out);
	input CLK,EN,Rst;
	output reg [1:0]Out;
	always @ (posedge CLK)
			if (Rst)
				Out=4'd0;
			else if(EN) 
				Out=Out+1'b1;
			else
			   Out=Out;
endmodule
`timescale 1ns / 1ps
module Deco(in,out);
	input [3:0]in;
	output reg [7:0]out;
   always @ ( in)
	        case (in)
			          4'b0000 :out=8'b10001000;
						 4'b0001 :out=8'b10111011;
						 4'b0010 :out=8'b11000010;
						 4'b0011 :out=8'b10010010;
						 4'b0100 :out=8'b10110001;
						 4'b0101 :out=8'b10010100;
						 4'b0110 :out=8'b10000100;
						 4'b0111 :out=8'b10111000;
						 4'b1000 :out=8'b10000000;
						 4'b1001 :out=8'b10010000;
						 4'b1010 :out=8'b10100000;
						 4'b1011 :out=8'b10000101;
						 4'b1100 :out=8'b11001100;
						 4'b1101 :out=8'b10000011;
						 4'b1110 :out=8'b11000100;
						 4'b1111 :out=8'b11100100;
						 default out=8'd0;
				endcase
endmodule
`timescale 1ns / 1ps
module Display(CLK,RST,out2,an,In1, In2, In3, In4);
	input CLK,RST;
	input [3:0]In1, In2, In3, In4;
	output wire [7:0]out2;
	output wire [3:0]an;
	wire [1:0]SEL;
	wire [3:0]OUT;
	wire Z;
MUX4x1 mux(In1, In2, In3, In4,SEL,OUT, an); 
Deco deco_b(OUT, out2);
Contador conta(CLK,Z,RST,SEL);
Conta2 conta2(CLK,RST,Z); 
endmodule
`timescale 1ns / 1ps
`timescale 1ns / 1ps
module MUX4x1(IN1,IN2,IN3,IN4,SEL,OUT, an); 
	input [3:0] IN1,IN2,IN3,IN4; 
	input [1:0]SEL; 
	output reg [3:0]OUT; 
	output reg [3:0]an;
	always @ (IN1 or IN2 or IN3 or IN4 or SEL) 
		case (SEL)
			 2'b00: begin 
			 OUT=IN1; an=4'b0111;
			 end
			 2'b01: begin
			 OUT=IN2; an=4'b1011;
			 end
			 2'b10: begin
			 OUT=IN3; an=4'b1101;
			 end
			 2'b11: begin
			 OUT=IN4; an=4'b1110;
			 end
		endcase 
 endmodule
==> results.cfg <==
; physical design summary
[yosys]
mappedNetlistArea_um2 = 1290
topCellsByArea = dfxtp_1 28%, ha_1 12%, xnor2_1 6.8%
synthFlopType = dfxtp_1
synth_cell_types = 41
postSynthSeqShare_pct = 27.93
yosys.area.top_type = dfxtp_1
top_cell_area_share_pct = 27.93
ys.flops = 18
edf_count = 0
synthArstFlopShare_pct = 0
ys_warn_count = 4
netlist_instances = 145
yosysCellCount = 145
yosys_area_um2 = 1290
avgSynthCellArea_um2 = 8.896

[power]
total_leakage_power_uw = 0.0007580
ir_drop_mv = 0.1442
clock_power_share_pct = 31.1
switching_share_pct = 23.74
internal-power_uw = 458.0
p_sw_uw = 142.6
power_frac_seq_pct = 47.1
power.density_nw_per_um2 = 295.5
p_comb_share_pct = 21.8

[critical_path]
end_kind = output pin
crit_type = reg -> out
worstPathCellList = inv_4 -> ha_4 -> a222oi_1 -> nand2_1 -> o21ai_2 -> buf_6 -> buf_6 -> ha_4 -> mux2i_1 -> a21o_2 -> buf_2
cp-start-kind = flip-flop
critPathArrivalTime_ps = 2200
path_max_fanout = 5
worstPathRequired_ps = 2080
slowest_stage = dfxtp_4
max_stage_delay_ps = 400

[route]
num_antenna_cells = 0
drt-wirelength-per-cell_um = 10.53
drt-initial-drc-count = 54
drt-vias-per-instance = 3.810
drt_pass1_iterations = 4
postRouteAntennaNets = 0
wirelength_mm = 3.213
drc = 0
vias = 1162

[clock_network]
clkLatencyLatePin_ps = 250
htreeDepth = 1
clk_pin_slew_ps = 60
ctsLongestPathBuffers = 2
cts_buffers = 3
clockRootBuffer = clkbuf_8
tritoncts = yes
cts.sinks = 18

[place]
port_buffers = 28
place_hpwl_mm = 2.325
routabilityCongestion = 0.7943

[final_layout]
logic_area_um2 = 979.7
finish.utilization_pct = 22.10
drive_above_1_share_pct = 37.11
lay_top_count = nor2_1
regArea_um2 = 367.9
lay_top_cells = 18 x nor2_1, 16 x dfxtp_1, 15 x buf_4
area_growth_pct = 57.52
fillers = 981

[global_route]
grt-ovfl-total = 0
grtUsageTotal_pct = 4.520
grt_pass1_vias = 1121
antenna_found_initial = 0
grt_pass1_wl_mm = 5.202
grt_max_degree = 13

[floorplanning]
io_pins = 30
die_height_um = 117
design.core.area_um2 = 9196
fp.dieArea_um2 = 13690
num_rows = 35
floorplanUtilization_pct = 14.03
die_w_um = 117

[worst_hold_path]
hold_class = reg -> reg

[sta]
fin_crit_ps = 2721
fmax_ghz = 0.3675
finClkSkew_ps = 1.130
rsz0062_at_grt = yes
layout_setup_ws_ps = -121.4
fin_setup_tns_ps = -427.4
slew_viol_final = 0
fin_crit_sh_pct = 104.7
final-setup-viol-count = 6
hold_viol = 0

[outcome]
violations = negative setup slack
status = finished, violations left

[flow_run]
tool_warnings = 36
drv_cap = 0
## final cells by class
class,count,share of cell area [%]
Multi-Input combinational cell,107,48.21
Timing Repair Buffer,51,21.80
Sequential cell,18,18.10
Clock buffer,3,2.032
Tap cell,111,6.835
Inverter,15,3.017
## critical path, delay by kind of cell, from the launching register on
kind,cells,cell delay (ps)
compound gates,3,550
fa+ha+maj,2,360
buf+inv,4,370
flops,1,400
mux,1,160
simple gates,1,100
## flip-flops by register name, indices dropped and copies added, names as in the netlist
| signal | count |
|---|---|
| conta2.count | 16 |
| conta.Out | 2 |
## worst paths after layout
| check | startpoint | end | slack [ps] | cells past startpoint |
|---|---|---|---|---|
| hold reg to reg | conta2.count[0] | conta2.count[0] | 480 | 1 |
| setup / recovery | conta.Out[1] | out2[2] | -120 | 11 |
| hold / removal | conta2.count[0] | conta2.count[0] | 480 | 1 |
| setup reg to reg | conta2.count[2] | conta2.count[13] | 1080 | 4 |
## through the flow
stage	hold slack, ps	instances	area (um^2)	worst slack [ps]	power (uW)
floorplan	441.2	145	1290	92.88	341.5
global placement	464.5	291	1762	-592.9	400.7
detailed placement	475.5	291	1762	-617.1	401.6
CTS	491.0	305	2011	-77.91	603.1
global route	547.3	305	2032	-226.6	630.4
finish	480.4	305	2032	-121.4	600.5
## cells by family (layout without fill, tap and decap cells)
kind of cell,count (synthesis),count (layout),share of synthesized area (%)
simple gates,55,55,26.58
compound gates,20,20,11.93
buf+inv,20,69,7.274
flops,18,18,27.93
fa+ha+maj,12,12,11.64
xor+xnor,12,12,8.147
mux,7,7,6.208
other cells,1,1,0.2907
## power groups by stage
stage         clock, uW  sequential (uW)  combinational, uW
finish              187              283                131
CTS                 194              283                127
global route        203              283                144
## what timing repair did
| item | in CTS | in global routing |
|---|---|---|
| buffers inserted | 12 | 0 |
| pin swaps | 16 | 5 |
| setup endpoints to repair | 7 | 7 |
| hold buffers | 0 | 0 |
| gates resized | 69 | 4 |
## cells in the mapped netlist (2+ instances only)
cell type	number
a222oi_1	4
nand4_1	2
and3b_1	2
nand2_1	5
nor3_1	2
buf_6	2
a21oi_1	6
o21ai_0	3
nor4_1	3
nand3_2	3
xor2_1	2
nand3_1	4
dfxtp_1	18
nor2b_1	4
clkbuf_1	2
ha_1	12
mux2_4	2
nor2_1	18
mux2i_1	5
inv_1	15
or3_1	2
xnor2_1	10
## layer usage
metal	GRT usage [%]	routed length [um]	share of wire, %
met1	6.807	1739	54
met2	6.449	1203	37
met3	1.548	269	8.4
met4	0	0	0
met5	0	0	0
Power figures rest on the tool's default switching activity, not on a simulated workload.
