## ./config.mk

```make
export PLATFORM = sky130hd
export DESIGN_NAME = Gen_Posic_Random
export DESIGN_NICKNAME = Gen_Posic_Random
export VERILOG_FILES = /design/flow/design.v
export SDC_FILE = /design/flow/constraint.sdc
export NUM_CORES = 4
export LEC_CHECK = 1
export CORE_AREA = 10 10 87 87
export DIE_AREA = 0 0 97 97
```

## ./constraint.sdc

```tcl
current_design Gen_Posic_Random

set clk_period 8.6
set clk_io_pct 0.2

create_clock -name clk0 -period $clk_period [get_ports {clk}]

set non_clock_inputs [all_inputs -no_clocks]
set_input_delay [expr $clk_period * $clk_io_pct] -clock clk0 $non_clock_inputs
set_output_delay [expr $clk_period * $clk_io_pct] -clock clk0 [all_outputs]
```

## ./design.v

```verilog
`timescale 1ns / 1ps
module Gen_Posic_Random
   		   #(		parameter SEMILLA = 3,
								 MULTIPLICADOR = 4,
								 CONSTANTE_ADITIVA = 3,
								 DIVISOR = 9,
								 BITS_RESULTADO = 11
			  )(
					input wire clk,
					output wire [BITS_RESULTADO-1:0] resultado
				);
				reg [BITS_RESULTADO-1:0] xn1=SEMILLA;
				always @(posedge clk)
				begin
					xn1 = ((MULTIPLICADOR * xn1)+CONSTANTE_ADITIVA)%DIVISOR;
				end
				assign resultado = xn1;
endmodule
```

## ./run.sh

```bash
#!/bin/bash
# OpenROAD 26Q1-2900-gdf79404cd8, Yosys 0.63+post, stock flow scripts
make -C /OpenROAD-flow-scripts/flow DESIGN_CONFIG=/design/flow/config.mk WORK_HOME=/design/flow/orfs finish
```

==> out/metrics.yaml <==
outcome: "finished clean"
gp_routability_congestion: 0.977
period_minus_slack_ns: 8.25
setup.worst_path.class: "flip-flop to flip-flop"
vias_per_cell: 6.99
boundaryPins: 12
syn-mean-instance-area_um2: 7.47
grt.overflow.total: 0
largest_register_ffs: 11
cts_root_buffer: "sky130_fd_sc_hd__clkbuf_8"
cts_buffers: 3
fp_util_pct: 64.2
timing.critical_path.fanout_max: 13
antenna_violating_nets_post_route: 0
dp_hpwl_um: 7910
static-leakage-power_uw: 0.00138
max-clock-path-buffers: 2
synth_top_cell_by_area: "sky130_fd_sc_hd__dfxtp_1"
n_antenna_cell: 0
grt_pass1_wl_um: 16800
crit_path_end_kind: "flip-flop"
die_h_um: 97
reg2regPathDepth: 30
relSlewSlack_pct: 43.8
post_synth_num_cell_types: 106
track_usage_pct: 20.0
number_of_sinks_driven_by_the_clock_tree: 11
cp_slowest_cell: "sky130_fd_sc_hd__or4b_1"
first_iter_violations: 232
via_count_of_the_first_global_routing_pass: 3446
crit_start: "xn1[8]"
reg2reg_from: "xn1[8]"
pin_count_of_the_biggest_net_entering_global_routing: 21
power.density_cell_area_nw_per_um2: 24.6
setup_tns_after_final_layout_ns: 0
synth.top_cell.area_share_pct: 6.08
skew_ns: 0.00337
postSynthCellCount: 485
antenna_found_initial: 0
ff_type: "sky130_fd_sc_hd__dfxtp_1"
hold_start: "xn1[0]"
max-vdd-ir-drop_v: 0.000112
tightestPinTransition_ns: 0.820
mappedNetlistArea_um2: 3620
hold_viol: 0
min_delay_path_depth: 1
floorplan.rows: 27
edf_count: 0
layout_worst_path_cycle_share_pct: 95.9
synthTopCellsByArea: "sky130_fd_sc_hd__dfxtp_1, sky130_fd_sc_hd__o21ai_0, sky130_fd_sc_hd__nor2_1"
tool_warnings: 29
top_cells_by_count: "sky130_fd_sc_hd__nor2_1, sky130_fd_sc_hd__nand2_1, sky130_fd_sc_hd__o21ai_0, sky130_fd_sc_hd__nand3_1, sky130_fd_sc_hd__a21oi_1"
min_delay_path_class: "flip-flop to flip-flop"
route.detailed.wl_per_inst_um: 18.2
area.growth.synth_to_final_pct: 14.2
post_detailed_route_drc_marker_count: 0
fraction_of_final_layout_cells_with_drive_strength_greater_than_1_pct: 24.1
clkTransAtPathRegs_ns: 0.05
cp.required_ns: 8.73
clock_insertion_delay_worst_skew_ns: 0.23
top_cell_type_by_instance_count_after_synthesis: "sky130_fd_sc_hd__nor2_1"
dieArea_um2: 9410
async_reset_ff_share_pct: 0
worst_path_dominant_cell_family: "simple AND/OR/NAND/NOR gates"
place.port_buffers: 11
htree_num_levels: 1
clock_tree_from_tritoncts: "yes"
synth.yosys.seq_area_share_pct: 6.08
maxCapViolations: 0
synth.yosys.warnings: 1
num_vias: 4017
report.final.setup_viol: 0
number_of_cell_instances_after_yosys_synthesis: 485
max_freq_mhz: 121
critPathMaxStageDelay_ns: 0.47
setup.worst_path.start_class: "flip-flop"
die_x_um: 97
post_cts_hold_buffer_count: 0
timing.critical_path.arrival_ns: 8.37
yosys_register_bits: 11
floorplan.core_area_um2: 5640
worst-r2r-setup-slack_ns: 0.35
rsz0062_at_grt: "no"
crit-reg2reg-capture: "xn1[5]"
route.final.wire_length_um: 10500
timing.hold.worst_endpoint: "xn1[2]"
slew_viol_final: 0
ys_area_um2: 3620
cp.buffers_inverters: 2
final_core_utilization_pct: 73.3
dr.pass1.iters: 7
[stage by stage]
step	area (um^2)	total power, uW	std cells	hold slack [ns]	setup WS [ns]
2_1_floorplan	3620	52.1	485	0.502	0.490
3_3_place_gp	3790	52.1	560	0.598	0.163
3_5_place_dp	3790	52.1	560	0.585	0.0349
4_1_cts	3830	103	564	0.607	0.00407
5_1_grt	4140	106	575	0.646	0.0114
6_report	4140	102	575	0.593	0.354
[per-layer routing]
layer,track usage (%),up-vias,routed length [um]
li1,-,1945,-
met1,28.6,1882,4760
met2,32.6,174,4830
met3,1.93,16,742
met4,2.37,0,138
met5,0,-,0
[power by group]
part | switching (uW) | total, uW | internal (uW)
clock | 18.3 | 50.8 | 32.5
sequential | 0 | 51.1 | 51.1
combinational | 0 | 0.00127 | 0
[worst register-to-register path, delay by kind of cell, from the launching register on]
family	cells	cell delay, ns
fa+ha+maj	2	0.42
simple gates	11	3.18
compound gates	13	3.11
mux	1	0.36
xor+xnor	1	0.37
flops	1	0.38
buf+inv	2	0.33
[layout make-up]
cell class              instances  area, um^2
clock buffers                   4        45.0
flip-flops and latches         11         221
repair buffers                 32         293
fillers                       415        1510
multi-input cells             441        3430
inverters                      15        56.3
well taps                      72        90.1
[layout by cell type (no fill, tap or decap), drive strengths merged, types with 6 or more instances in the layout]
cell / Yosys / layout
dfxtp: 11 / 11
and2: 14 / 14
o31ai: 12 / 12
nand2b: 11 / 11
o311ai: 5 / 6
nor2: 41 / 41
nor3: 16 / 16
clkdlybuf4s50: 0 / 11
o211ai: 16 / 16
ha: 6 / 6
mux2i: 11 / 11
nor2b: 8 / 8
nand2: 39 / 39
o21ai: 46 / 46
or3: 9 / 9
xnor2: 15 / 15
buf: 15 / 21
a211oi: 8 / 8
a21oi: 26 / 26
o211a: 7 / 7
or2: 10 / 10
a31oi: 11 / 11
inv: 14 / 14
nand3: 23 / 23
[cell families (layout without fill, tap and decap cells)]
group                    Yosys count  in the layout  share of synthesized area [%]
AND-OR/OR-AND                    194            195                           45.0
AND/OR/NAND/NOR                  201            201                           31.4
adder cells (fa/ha/maj)           10             10                           3.28
XOR/XNOR                          19             19                           4.80
flip-flops                        11             11                           6.08
buffers and inverters             34             51                           4.77
multiplexers                      16             16                           4.70
[how the worst max path moves through the flow]
stage,to,slack (ns),depth (start not counted)
CTS,xn1[5],0.004,30
global route,xn1[5],0.01,30
finish,xn1[5],0.35,30
[what timing repair did]
action	CTS	global route
setup endpoints to repair	0	9
buffers inserted	0	10
resized	0	34
No activity file was given, so power comes from the tool's default toggle rates.
